==> flow/design.v <==
`timescale 1ns / 1ps
module spi_ctrl(
    input wire clk, rst,
    input wire send,
    output reg shift_en, done, SS, load,
    output wire SCLK
);
    localparam [2:0]
        Init = 3'b000,
        Load = 3'b001,
        Shift = 3'b010,
        Done = 3'b011,
        Wait = 3'b100;
    reg [2:0] cstate, nstate;
    reg [2:0] count;
    reg clk_en;
    assign SCLK = clk_en & clk;
    always @(posedge clk or posedge rst) begin
        if(rst)
            cstate = Init;
        else
            cstate = nstate;
    end
    always @(negedge clk or posedge rst) begin
        if(rst)
            count = 3'b111;
        else if (cstate == Shift)
            count = count + 1;
        else
            count = 3'b111;
    end
    always @(*) begin
        case(cstate)
            Init : begin
                {shift_en,load,done,SS} = 4'b0001;
                clk_en = 1'b0;
                if(send)
                    nstate = Load;
                else
                    nstate = cstate;
            end
            Load : begin
                {shift_en,load,done,SS} = 4'b0101;
                clk_en = 1'b0;
                nstate = Wait;
            end
			Wait : begin
				{shift_en,load,done,SS} = 4'b0000;
				clk_en = 1'b0;
				nstate = Shift;
			end
            Shift : begin
                {shift_en,load,done,SS} = 4'b1000;
                clk_en = 1'b1;
                if(count == 3'b111)
                    nstate = Done;
                else
                    nstate = cstate;
            end
            Done : begin
                {shift_en,load,done,SS} = 4'b0011;
                clk_en = 1'b0;
                if(send)
                    nstate = Load;
                else
                    nstate = cstate;
            end
            default : begin
                {shift_en,load,done,SS} = 4'b0001;
                clk_en = 1'b0;
                nstate = Init;
            end
        endcase
    end
endmodule
`timescale 1ns / 1ps
module spi_master(
    input wire clk, rst,
    input wire [6:0] data_in,
    input wire MISO, send,
    output wire MOSI, SCLK, SS, done
);
    wire shift_en, load;
    spi_shift shift(
        .clk(clk), 
        .rst(rst), 
        .shift_en(shift_en), 
        .load(load), 
        .shift_in(MISO), 
        .data_in(data_in), 
        .s_out(MOSI)
    );
    spi_ctrl ctrl(
        .clk(clk),
        .rst(rst),
        .send(send),
        .shift_en(shift_en),
        .done(done),
		.load(load),
        .SCLK(SCLK),
        .SS(SS)
    );
endmodule
`timescale 1ns / 1ps
module spi_shift(
    input wire clk, rst,
    input wire shift_en, load, shift_in,
    input wire [6:0] data_in,
	output wire s_out
);
	reg [7:0] data;
	assign s_out = data[7];
    always @(negedge clk or posedge rst) begin
        if (rst)
			data = 8'b0;
		else if(load)
            data = {1'b0, data_in};
        else if (shift_en)
            data = {data[6:0], shift_in};
        else
            data = data;
    end
endmodule
==> flow/run.sh <==
#!/bin/bash
# OpenROAD 26Q1-2900-gdf79404cd8, Yosys 0.63+post, stock flow scripts
make -C /OpenROAD-flow-scripts/flow DESIGN_CONFIG=/design/flow/config.mk WORK_HOME=/design/flow/orfs finish
==> flow/config.mk <==
export PLATFORM = sky130hd
export DESIGN_NAME = spi_master
export DESIGN_NICKNAME = spi_master
export VERILOG_FILES = /design/flow/design.v
export SDC_FILE = /design/flow/constraint.sdc
export NUM_CORES = 4
export LEC_CHECK = 1
export CORE_AREA = 10 10 84 84
export DIE_AREA = 0 0 94 94
==> flow/constraint.sdc <==
current_design spi_master

set clk_period 1.5
set clk_io_pct 0.2

create_clock -name clk0 -period $clk_period [get_ports {clk}]

set non_clock_inputs [all_inputs -no_clocks]
set_input_delay [expr $clk_period * $clk_io_pct] -clock clk0 $non_clock_inputs
set_output_delay [expr $clk_period * $clk_io_pct] -clock clk0 [all_outputs]
==> reports/qor_table.md <==
| Quantity | Reported |
|:---|:---|
| Cell Type Count | 19 |
| Maximum single-stage delay on the critical path | 410 ps |
| Die W | 94 um |
| Most frequent cell after synthesis | sky130_fd_sc_hd__nand2_1 |
| Required time worst endpoint | 1200 ps |
| Post-synthesis chip area from yosys | 692 sq um |
| Top cells by area | sky130_fd_sc_hd__dfrtn_1 (29%), sky130_fd_sc_hd__dfstp_2 (15%), sky130_fd_sc_hd__dfrtp_1 (14%) |
| Portion of total power attributed to combinational logic | 0.387 |
| Adder Area Share | 0.0362 |
| Mux contribution to synthesized area | 0.116 |
| Final Max Slew Viols | 0 |
| Synthesized instance count | 60 |
| Least-Margin Pin Slew | 266 ps |
| Number of search-and-repair iterations in the first detailed-routing pass | 4 |
| RSZ-0062 raised after global routing | true |
| Design internal power | 1.46 mW |
| Largest vdd supply drop | 582 uV |
| Portion of the post-synthesis area used by sequential elements | 0.586 |
| Routed wire length | 1.68 mm |
| CP startpoint kind | flip-flop |
| Max capacitance violation total | 0 |
| Path type of the worst min-delay path | input port to asynchronous set/reset pin |
| Global routing usage summed across all routing layers | 0.0414 |
| Cell with the biggest individual delay on the critical path | sky130_fd_sc_hd__dfrtn_1 |
| Cell type with the largest total area after synthesis | sky130_fd_sc_hd__dfrtn_1 |
| Outcome | finished with violations |
| FF+latch count, synth | 16 |
| Via count of the first global-routing pass | 580 |
| Switching portion of total power | 0.285 |
| Clock Skews | 79.8 ps |
| Proportion of register bits with asynchronous set or reset after synthesis | 1.00 |
| TritonCTS clock tree | built |
| Number of vias per cell | 3.25 |
| Global-route wire length before repair | 2.86 mm |
| Initial antenna violation count | 0 |
| HPWL after detailed placement | 1.13 mm |
| Max-Slew Margin vs Limit | 0.823 |
| Total die area | 8840 sq um |
| Core area | 5200 sq um |
| Worst path top cell family by delay | flip-flops |
| Number of port buffers | 14 |
| Ao+oa area frac | 0.0868 |
| Leakage power summed over all cells | 0.505 nW |
| Core Util, Final | 0.224 |
| Tool warnings | 30 |
| Insertion Delay late pin | 430 ps |
| Synthesis Warnings | 2 |
| Residual DRC | 0 |
| Worst setup margin | -430 ps |
| Arrival @ worst endpoint | 1630 ps |
| Total count of hold-check failures in the final report | 0 |
| Setup violation total in the final timing report | 12 |
| Endpoint class of the critical path | output port |
| Category of the critical setup timing path | flip-flop to output port |
| Sequential power share | 0.361 |
| EDFF count, synth | 0 |
| Final Hold Slack | 359 ps |
| Pin count of the biggest net entering global routing | 10 |
| Iteration-0 DRC count of the detailed router | 36 |
| Crit path buffers/inverters | 1 |
| Die extent in y | 94 um |
| Share of the synthesized area in the top cell type | 0.289 |
| Per-instance average area after synthesis | 11.5 sq um |
| Worst-path clk slew | 60 ps |
| Basic Gates by Area | 0.0958 |
| Violations in the final reports | setup timing |
| Synth Cell Area | 692 sq um |
| Area growth, synth to finish | 68.7% |
| Dominant register cell in the synthesized netlist | sky130_fd_sc_hd__dfrtn_1 |
| Count of pins on the block boundary | 15 |
| Number of cells in Yosys stat | 60 |
| Part of the power in the clock network | 0.252 |
| Power per standard cell area | 1740 nW/um^2 |
| Row count | 26 |
| Maximum fanout encountered on the critical timing path | 2 |
| Post-DR wirelength/cell | 10.4 um |
| Cell-by-cell trace of the critical path | buf_2 |
| Post-synthesis xor/xnor area fraction | 0 |
| Dominant kind of combinational cell | multiplexers |
| Overall via count from detail_route | 523 |
| Share of cells above drive strength 1 | 0.352 |
| Ant diodes | 0 |
| Synth cell count leaders | sky130_fd_sc_hd__nand2_1 (9), sky130_fd_sc_hd__dfrtn_1 (8), sky130_fd_sc_hd__mux2i_1 (8) |
| Core Util at FP | 0.133 |
| Antenna Violating Nets Remaining | 0 |
| Reported net switching power | 0.581 mW |
| Weighted congestion reported at the end of routability-driven placement | 0.783 |
| GRT overflow | 0 |
layer usage:
layer,routed length [um],up-vias,global-route usage
met5,0,-,0
met4,15,0,0.00886
met3,140,2,0.0258
met2,778,18,0.0616
met1,741,245,0.0496
li1,-,258,-
power groups by stage:
stage	clock, mW	sequential [mW]	combinational, mW
4_1_cts	0.518	0.735	0.714
5_1_grt	0.562	0.757	0.884
6_report	0.512	0.735	0.789
logic make-up after synthesis:
kind of cell,after synthesis
multiplexers,8
buffers and inverters,8
adder cells (fa/ha/maj),2
AND-OR/OR-AND,11
flip-flops,16
AND/OR/NAND/NOR,15
cell usage in the layout, fill, tap and decap left out:
master / netlist / layout
sky130_fd_sc_hd__mux2i_1: 8 / 8
sky130_fd_sc_hd__buf_6: 1 / 2
sky130_fd_sc_hd__inv_1: 4 / 5
sky130_fd_sc_hd__bufbuf_16: 0 / 1
sky130_fd_sc_hd__inv_2: 0 / 1
sky130_fd_sc_hd__o21a_1: 1 / 1
sky130_fd_sc_hd__dfrtp_2: 0 / 1
sky130_fd_sc_hd__dlymetal6s2s_1: 0 / 1
sky130_fd_sc_hd__buf_8: 0 / 1
sky130_fd_sc_hd__o21ai_1: 2 / 8
sky130_fd_sc_hd__clkdlybuf4s50_1: 0 / 10
sky130_fd_sc_hd__o21ai_2: 0 / 1
sky130_fd_sc_hd__nand2b_1: 2 / 2
sky130_fd_sc_hd__buf_16: 0 / 1
sky130_fd_sc_hd__dfstp_2: 4 / 4
sky130_fd_sc_hd__nor2b_1: 1 / 1
sky130_fd_sc_hd__buf_2: 1 / 2
sky130_fd_sc_hd__buf_4: 0 / 7
sky130_fd_sc_hd__nor2_1: 2 / 2
sky130_fd_sc_hd__nand2_2: 0 / 1
sky130_fd_sc_hd__dfrtp_1: 4 / 3
sky130_fd_sc_hd__clkbuf_8: 0 / 5
sky130_fd_sc_hd__clkbuf_1: 1 / 1
sky130_fd_sc_hd__nand2_1: 9 / 8
sky130_fd_sc_hd__dfrtn_1: 8 / 8
sky130_fd_sc_hd__a21o_1: 1 / 1
sky130_fd_sc_hd__ha_4: 0 / 2
sky130_fd_sc_hd__and2_4: 0 / 1
sky130_fd_sc_hd__buf_12: 1 / 2
timing repair:
action	in CTS	in global routing
resized	16	5
pin swaps	4	1
hold buffers	0	0
endpoints found under the setup margin	18	15
setup buffers	4	4
cloned	2	0
stage by stage:
step                      TNS [ps]  worst slack (ps)  std cells  power (mW)  instance area, sq um
after floorplan              -1600              -304         60        1.17                   723
final                        -2750              -430        161        2.04                  1170
after global placement       -4950              -410        145        1.30                   955
after detailed placement     -5480              -416        145        1.34                   955
after CTS                    -2570              -446        158        1.97                  1130
after global routing         -3340              -479        161        2.20                  1170
final cells by class:
class	count	area, sq um
fillers	557	4040
flip-flops and latches	16	407
repair buffers	26	302
multi-input cells	36	265
well taps	70	87.6
clock buffers	7	83.8
clock inverters	3	11.3
inverters	3	11.3
sequential cells by signal, indices dropped and copies added (netlist names):
| name | cells |
|---|---|
| ctrl.count | 3 |
| ctrl.cstate | 5 |
| shift.data | 8 |
worst paths after layout:
| check | slack [ps] | to | cells past startpoint | start |
|---|---|---|---|---|
| max | -430 | MOSI | 1 | shift.data[7] |
| min | 360 | ctrl.cstate[1] | 3 | rst |
| max reg2reg | -400 | ctrl.cstate[2] | 4 | ctrl.count[1] |
| min reg2reg | 460 | ctrl.cstate[2] | 1 | ctrl.cstate[1] |
| max in group asynchronous | 360 | shift.data[6] | 3 | rst |
| min in group clk0 | 460 | ctrl.cstate[2] | 1 | ctrl.cstate[1] |
Power and IR drop assume default switching activity.
