`run.sh`:
```
#!/bin/bash
# OpenROAD 26Q1-2900-gdf79404cd8, Yosys 0.63+post, stock flow scripts
make -C /OpenROAD-flow-scripts/flow DESIGN_CONFIG=/design/flow/config.mk WORK_HOME=/design/flow/orfs finish
```
`config.mk`:
```
export PLATFORM = sky130hd
export DESIGN_NAME = lcd_ctrl
export DESIGN_NICKNAME = lcd_ctrl
export VERILOG_FILES = /design/flow/design.v
export SDC_FILE = /design/flow/constraint.sdc
export NUM_CORES = 4
export LEC_CHECK = 1
export CORE_AREA = 10 10 70 70
export DIE_AREA = 0 0 80 80
```
`constraint.sdc`:
```
current_design lcd_ctrl

set clk_period 1.4
set clk_io_pct 0.2

create_clock -name clk0 -period $clk_period [get_ports {clk}]

set non_clock_inputs [all_inputs -no_clocks]
set_input_delay [expr $clk_period * $clk_io_pct] -clock clk0 $non_clock_inputs
set_output_delay [expr $clk_period * $clk_io_pct] -clock clk0 [all_outputs]
```
`design.v`:
```
`timescale 1ns / 1ps
module lcd_ctrl(
    input wire clk, rst,
    input wire clear, spi_done,
    input wire [6:0] key_data_out,
    input wire key_send,
    output reg [6:0] data_out,
    output reg send
);
    localparam [2:0]
        Init = 3'b000,
        Clr1 = 3'b001,
        Clr1Wait = 3'b010,
        Clr2 = 3'b011,
        Clr2Wait = 3'b100,
        Clr3 = 3'b101,
        Clr3Wait = 3'b110;
    reg [2:0] cstate, nstate;
    always @(posedge clk or posedge rst) begin
        if(rst)
            cstate = Init;
        else
            cstate = nstate;
    end
    always @(*) begin
        case(cstate)
            Init : begin
                data_out = key_data_out;
                send = key_send;
                if(clear)
                    nstate = Clr1;
                else
                    nstate = cstate;
            end
            Clr1 : begin
                data_out = 7'h1B;
                send = 1'b1;
                nstate = Clr1Wait;
            end
			Clr1Wait : begin
				data_out = 7'h1B;
                send = 1'b0;
				if(spi_done)
                    nstate = Clr2;
                else
                    nstate = cstate;
			end
            Clr2 : begin
                data_out = 7'h5B;
                send = 1'b1;
                nstate = Clr2Wait;
            end
			Clr2Wait : begin
				data_out = 7'h5B;
                send = 1'b0;
				if(spi_done)
                    nstate = Clr3;
                else
                    nstate = cstate;
			end
            Clr3 : begin
                data_out = 7'h6A;
                send = 1'b1;
                nstate = Clr3Wait;
            end
			Clr3Wait : begin
				data_out = 7'h6A;
                send = 1'b0;
				if(spi_done)
                    nstate = Init;
                else
                    nstate = cstate;
			end
            default : begin
                data_out = 8'b0;
                send = 1'b0;
                nstate = Init;
            end
        endcase
    end
endmodule
```
==> metrics.txt <==
# HELP chip_impl_metric Metrics from one implementation run
# TYPE chip_impl_metric gauge
chip_impl_info{name="run_status",value="complete, but fails checks"} 1
chip_impl_info{name="failed_checks",value="setup timing"} 1
chip_impl_metric{name="drv.max_cap_violation_count",unit=""} 0
chip_impl_metric{name="worst_ir_drop_vdd",unit="V"} 0.0002776
chip_impl_metric{name="postSynthSeqShare",unit="%"} 51.09
chip_impl_metric{name="cell_internal_pwr",unit="mW"} 0.5897
chip_impl_metric{name="chip_area",unit="um^2"} 6400
chip_impl_metric{name="timing.slew.headroom",unit="%"} 83.28
chip_impl_metric{name="cts_inserted_buffers",unit=""} 3
chip_impl_info{name="timing.critical_path.from_type",value="register"} 1
chip_impl_info{name="r2r_end",value="cstate[0]$_DFF_PP1_"} 1
chip_impl_info{name="synthTopCellsByArea",value="sky130_fd_sc_hd__dfrtp_1 (43%), sky130_fd_sc_hd__nand2_1 (11%), sky130_fd_sc_hd__dfstp_2 (7.6%), sky130_fd_sc_hd__nor4_4 (6.2%), sky130_fd_sc_hd__and2_1 (5.4%)"} 1
chip_impl_metric{name="grt_util_met3",unit="%"} 3.068
chip_impl_info{name="timing.critical_path.cells",value="buf_4, buf_6, a2111o_1, buf_2"} 1
chip_impl_metric{name="post_drt_antenna_nets",unit=""} 0
chip_impl_metric{name="gp_congestion",unit=""} 0.7964
chip_impl_metric{name="p_leak",unit="nW"} 0.4390
chip_impl_metric{name="detailed_router_iteration_count_before_antenna_repair",unit=""} 2
chip_impl_metric{name="grt_pass1_wl",unit="um"} 2021
chip_impl_metric{name="synth.yosys.chip_area",unit="um^2"} 345.3
chip_impl_info{name="critPathLaunch",value="cstate[0]$_DFF_PP1_"} 1
chip_impl_metric{name="vias",unit=""} 411
chip_impl_info{name="holdCritPathClass",value="input port to async pin"} 1
chip_impl_metric{name="clock_tree_skew_after_final_layout",unit="ns"} 0.004150
chip_impl_metric{name="gr-total-overflow",unit=""} 0
chip_impl_metric{name="critical_path_peak_fanout",unit=""} 3
chip_impl_metric{name="max_slew.worst_pin.slew",unit="ns"} 0.2506
chip_impl_metric{name="post-route-cell-area",unit="um^2"} 780.7
chip_impl_metric{name="dpl_wire_length",unit="um"} 847
chip_impl_metric{name="synth_area_per_cell",unit="um^2"} 9.867
chip_impl_metric{name="worst-r2r-cell-count",unit=""} 6
chip_impl_metric{name="yosysCellCount",unit=""} 35
chip_impl_metric{name="detailedPlace.worstSlack",unit="ns"} -0.3852
chip_impl_metric{name="filler_cell_count",unit=""} 373
chip_impl_metric{name="post_synth_instance_area",unit="um^2"} 345.3
chip_impl_metric{name="fmax",unit="MHz"} 625.8
chip_impl_metric{name="largest_reg_flops",unit=""} 7
chip_impl_metric{name="wire_per_inst",unit="um"} 10.27
chip_impl_metric{name="drv_slew",unit=""} 0
chip_impl_metric{name="synthArstFlopShare",unit="%"} 100.0
chip_impl_info{name="unrepaired_setup_endpoints_after_global_routing",value="yes"} 1
chip_impl_metric{name="setup_total_negative_slack",unit="ns"} -1.001
chip_impl_metric{name="grt_util_all_layers",unit="%"} 4.026
chip_impl_info{name="busiest_layer",value="met2"} 1
chip_impl_metric{name="report.final.setup_viol",unit=""} 8
chip_impl_info{name="tritoncts",value="built"} 1
chip_impl_metric{name="finalHoldWorstSlack",unit="ns"} 0.2677
chip_impl_metric{name="combPwrFrac",unit="%"} 46.4
chip_impl_metric{name="drt_iter0_drc",unit=""} 5
chip_impl_metric{name="place.port_buffers",unit=""} 19
chip_impl_metric{name="floorplan.rows",unit=""} 21
chip_impl_metric{name="fin_util",unit="%"} 22.86
chip_impl_metric{name="enable_flop_cells",unit=""} 0
chip_impl_metric{name="timing.critical_path.required",unit="ns"} 1.12
chip_impl_metric{name="syn-instance-count",unit=""} 35
chip_impl_metric{name="seq_power_share",unit="%"} 30.9
chip_impl_info{name="critPathKind",value="register to output port"} 1
chip_impl_metric{name="placeableCoreArea",unit="um^2"} 3416
chip_impl_info{name="cp_slowest_cell",value="sky130_fd_sc_hd__dfstp_2"} 1
chip_impl_metric{name="die_height",unit="um"} 80
chip_impl_info{name="crit_path_end",value="send"} 1
chip_impl_metric{name="timing.final.ws_setup",unit="ns"} -0.1980
chip_impl_metric{name="area_growth_syn_to_layout",unit="%"} 126.1
chip_impl_metric{name="drc",unit=""} 0
chip_impl_metric{name="critical_path.max_stage_delay",unit="ns"} 0.37
chip_impl_metric{name="power-per-cell-area",unit="nW/um^2"} 1032
chip_impl_metric{name="yosysTopAreaCellShare",unit="%"} 43.48
chip_impl_info{name="dominantRegCellSynth",value="sky130_fd_sc_hd__dfrtp_1"} 1
chip_impl_metric{name="fp.dieW",unit="um"} 80
chip_impl_metric{name="grt_antenna_before_repair",unit=""} 0
chip_impl_info{name="cts_root_buffer",value="sky130_fd_sc_hd__clkbuf_4"} 1
chip_impl_metric{name="unique_masters_post_synth",unit=""} 15
chip_impl_metric{name="numSynthFlops",unit=""} 7
chip_impl_metric{name="report.final.hold_viol_count",unit=""} 0
chip_impl_metric{name="clock_power_share",unit="%"} 22.6
chip_impl_info{name="critical_path.endpoint_type",value="output port"} 1
chip_impl_metric{name="place_area",unit="um^2"} 619.3
chip_impl_metric{name="num_antenna_cells",unit=""} 0
chip_impl_metric{name="drive_above_1_share",unit="%"} 55.13
chip_impl_metric{name="vias_in_the_first_global_route",unit=""} 417
chip_impl_metric{name="switchingPower",unit="mW"} 0.2163
chip_impl_metric{name="clk_transition_reported_paths",unit="ns"} 0.05
chip_impl_metric{name="grtUsageMet2",unit="%"} 5.538
chip_impl_metric{name="clock_sink_count",unit=""} 7
chip_impl_info{name="reg2reg_from",value="cstate[0]$_DFF_PP1_"} 1
chip_impl_metric{name="power.share.switching",unit="%"} 26.83
chip_impl_metric{name="min_period_over_period",unit="%"} 114.1
chip_impl_metric{name="clock_tree.buffer_depth",unit=""} 2
chip_impl_metric{name="critical_path_arrival",unit="ns"} 1.32
chip_impl_metric{name="gr-usage-met1",unit="%"} 4.855
chip_impl_metric{name="htree_num_levels",unit=""} 1
chip_impl_metric{name="fp-utilization",unit="%"} 10.11
chip_impl_metric{name="io_pins",unit=""} 20
chip_impl_metric{name="detail_route.wirelength",unit="um"} 1274
chip_impl_metric{name="worstSkewPairLatency",unit="ns"} 0.25
chip_impl_metric{name="finalCriticalPeriod",unit="ns"} 1.598
chip_impl_metric{name="pin_count_of_the_biggest_net_entering_global_routing",unit=""} 8
chip_impl_metric{name="reg2reg_slack",unit="ns"} 0.22
chip_impl_metric{name="avgViaCountPerCell",unit=""} 3.315
chip_impl_metric{name="synthesis.yosys.warnings",unit=""} 1
chip_impl_metric{name="warning_count",unit=""} 27
chip_impl_info{name="largest_area_cell",value="sky130_fd_sc_hd__dfrtp_1"} 1
==> placed cells by master, fill, tap and decap left out <==
| cell type | count |
|---|---|
| sky130_fd_sc_hd__a2111o_1 | 1 |
| sky130_fd_sc_hd__a211oi_2 | 1 |
| sky130_fd_sc_hd__a21o_1 | 2 |
| sky130_fd_sc_hd__a21o_2 | 1 |
| sky130_fd_sc_hd__and2_1 | 2 |
| sky130_fd_sc_hd__and2_2 | 1 |
| sky130_fd_sc_hd__and2_4 | 1 |
| sky130_fd_sc_hd__buf_2 | 6 |
| sky130_fd_sc_hd__buf_4 | 16 |
| sky130_fd_sc_hd__buf_6 | 5 |
| sky130_fd_sc_hd__clkbuf_1 | 1 |
| sky130_fd_sc_hd__clkbuf_2 | 1 |
| sky130_fd_sc_hd__clkbuf_4 | 3 |
| sky130_fd_sc_hd__clkdlybuf4s50_1 | 11 |
| sky130_fd_sc_hd__dfrtp_1 | 6 |
| sky130_fd_sc_hd__dfstp_2 | 1 |
| sky130_fd_sc_hd__dlygate4sd2_1 | 1 |
| sky130_fd_sc_hd__inv_1 | 3 |
| sky130_fd_sc_hd__nand2_1 | 7 |
| sky130_fd_sc_hd__nand2_2 | 3 |
| sky130_fd_sc_hd__nand3_2 | 2 |
| sky130_fd_sc_hd__nor2_4 | 1 |
| sky130_fd_sc_hd__nor4_4 | 1 |
| sky130_fd_sc_hd__o21ai_0 | 1 |
==> stage by stage <==
| stage | power, mW | instances |
|---|---|---|
| final | 0.8060 | 124 |
| after global routing | 0.8769 | 124 |
| after CTS | 0.7673 | 120 |
| after detailed placement | 0.5610 | 104 |
| after global placement | 0.5597 | 104 |
| after floorplan | 0.3352 | 35 |
==> per-layer routing <==
metal | wire (um) | part of all wire [%] | vias up
met4 | 21 | 1.6 | 0
li1 | - | - | 202
met1 | 569 | 45 | 189
met5 | 0 | 0 | -
met2 | 496 | 39 | 18
met3 | 186 | 15 | 2
==> cells in the mapped netlist, types with 2 or more instances <==
cell / number
sky130_fd_sc_hd__inv_1: 3
sky130_fd_sc_hd__a21o_1: 2
sky130_fd_sc_hd__and2_1: 3
sky130_fd_sc_hd__nand3_1: 2
sky130_fd_sc_hd__nand2_1: 10
sky130_fd_sc_hd__dfrtp_1: 6
==> layout make-up <==
type	instances	area (um^2)	share of cell area (%)
Inverter	3	11.26	1.442
Clock buffer	4	26.28	3.365
Timing Repair Buffer	40	330.3	42.31
Multi-Input combinational cell	24	178.9	22.92
Sequential cell	7	176.4	22.60
Tap cell	46	57.56	7.372
==> worst min-delay path by stage <==
stage	to	slack [ns]	cells past startpoint
4_1_cts	cstate[5]$_DFF_PP0_	0.27	2
5_1_grt	cstate[6]$_DFF_PP0_	0.29	2
6_report	cstate[6]$_DFF_PP0_	0.27	2
==> critical path, delay by kind of cell, from the launching register on <==
kind,cells,cell delay (ns)
buffers and inverters,3,0.35
DFF,1,0.37
AOI/OAI and AO/OA,1,0.35
==> power by group through the flow <==
stage | clock [mW] | sequential (mW) | combinational (mW)
global route | 0.203 | 0.253 | 0.421
CTS | 0.188 | 0.250 | 0.329
finish | 0.182 | 0.249 | 0.374
==> cells by family after synthesis <==
logic type | count (synthesis) | share of synthesized area [%]
compound gates | 6 | 13.77
flops | 7 | 51.09
buf+inv | 4 | 6.521
simple gates | 18 | 28.62
==> repair_timing <==
item                                   CTS  global route
pin swaps                               10             6
buffers inserted                        12             4
setup endpoints to repair                8             8
gates resized                           28             8
hold buffers                             0             0
endpoints found under the hold margin    0             0
No activity file was given, so power comes from the tool's default toggle rates.
