**/design/flow/config.mk**
```make
export PLATFORM = sky130hd
export DESIGN_NAME = keypad
export DESIGN_NICKNAME = keypad
export VERILOG_FILES = /design/flow/design.v
export SDC_FILE = /design/flow/constraint.sdc
export NUM_CORES = 4
export LEC_CHECK = 1
export CORE_AREA = 10 10 76 76
export DIE_AREA = 0 0 86 86
```
**/design/flow/constraint.sdc**
```tcl
current_design keypad

set clk_period 2.6
set clk_io_pct 0.2

create_clock -name clk0 -period $clk_period [get_ports {clk}]

set non_clock_inputs [all_inputs -no_clocks]
set_input_delay [expr $clk_period * $clk_io_pct] -clock clk0 $non_clock_inputs
set_output_delay [expr $clk_period * $clk_io_pct] -clock clk0 [all_outputs]
```
**/design/flow/design.v**
```verilog
`timescale 1ns / 1ps
module key_ctrl (
	input wire clk,
	input wire ken,
	output reg data_ready,
	output reg latch_en
);
	reg [1:0] cstate, nstate;
	localparam [1:0]
				init = 2'b00,
				latch = 2'b01,
				shift = 2'b10,
				wt = 2'b11;
    initial begin
        cstate = init;
    end
	always @(negedge clk) begin
        cstate = nstate;
    end
	always @(*)
	begin
		case(cstate)
			init : begin
				{latch_en,data_ready} = 2'b00;
				if(ken)
					nstate = cstate;
				else
					nstate = latch;
			end
			latch : begin
                {latch_en,data_ready} = 2'b10;
				nstate = wt;
			end
			wt : begin
				{latch_en,data_ready} = 2'b00;
				if(ken)
					nstate = shift;
				else
					nstate = cstate;
			end
			shift : begin
				{latch_en,data_ready} = 2'b01;
				nstate = init;
			end
			default : begin
				{latch_en,data_ready} = 2'b00;
				nstate = init;
			end
		endcase
	end
endmodule
`timescale 1ns / 1ps
module key_encoder(
	input wire [5:0] data_in,
	output reg [6:0] out
);
    always @ (*) begin
        case(data_in)
            6'b001110: out = 7'h41;  
			6'b001101: out = 7'h42;  
			6'b001011: out = 7'h43;  
			6'b000111: out = 7'h44;  
			6'b011110: out = 7'h33;  
			6'b011101: out = 7'h36;  
			6'b011011: out = 7'h39;  
			6'b010111: out = 7'h45;  
			6'b101110: out = 7'h32;  
			6'b101101: out = 7'h35;  
			6'b101011: out = 7'h38;  
			6'b100111: out = 7'h46;  
			6'b111110: out = 7'h31;  
			6'b111101: out = 7'h34;  
			6'b111011: out = 7'h37;  
			6'b110111: out = 7'h30;  
			default: out = 7'h30;
        endcase
    end
endmodule
`timescale 1ns / 1ps
module key_latch(
	input wire clk,
	input wire latch_en,
    input wire [3:0] rows,
    input wire [1:0] cols,
	output reg [5:0] data_out
);
    initial begin
        data_out = 6'b0;
    end
	always @(posedge clk) begin
		if(latch_en)
            data_out = {cols,rows};
        else
            data_out = data_out;
	end
endmodule
`timescale 1ns / 1ps
module key_scanner(
    input wire clk,
	input wire [3:0] rows,
	output wire ken,
    output reg [1:0] count,
    output reg [3:0] cols
);
    assign ken = &(rows);
    initial begin
        count = 2'b0;
    end
    always @(posedge clk)
    begin
        if(ken)
            count = count + 1;
        else
            count = count;
    end
    always @(*) begin
        if(~ken)
            cols = 4'b0000;
        else begin
            case(count)
                2'b00 : cols = 4'b0111;
                2'b01 : cols = 4'b1011;
                2'b10 : cols = 4'b1101;
                2'b11 : cols = 4'b1110;
                default : cols = 4'bxxxx;
            endcase
        end
    end
endmodule
`timescale 1ns / 1ps
module keypad(
    input wire clk,
    input wire [3:0] rows,
    output wire data_ready,
    output wire [3:0] cols,
    output wire [6:0] encoder_out
);
    wire [1:0] count;
    wire ken, latch_en;
    wire [5:0] latch_out;
    key_ctrl key_ctrl (
        .clk(clk),
        .ken(ken),
        .data_ready(data_ready),
        .latch_en(latch_en)
    );
    key_scanner scan (
        .clk(clk),
        .rows(rows),
        .ken(ken),
        .count(count),
        .cols(cols)
    );
    key_latch latch(
        .clk(clk),
        .rows(rows),
        .cols(count),
        .latch_en(latch_en),
        .data_out(latch_out)
    );
    key_encoder enc (
        .data_in(latch_out),
        .out(encoder_out)
    );
endmodule
```
**/design/flow/run.sh**
```bash
#!/bin/bash
# OpenROAD 26Q1-2900-gdf79404cd8, Yosys 0.63+post, stock flow scripts
make -C /OpenROAD-flow-scripts/flow DESIGN_CONFIG=/design/flow/config.mk WORK_HOME=/design/flow/orfs finish
```
==> deck_impl_summary.md <==
Synthesis and Place & Route Summary

Outcome
  – Status: finished, violations left
  – Violations in the final reports: negative setup slack

Setup path
  – Worst Setup EP: data_ready
  – WP data arrival: 2.19 ns
  – Reg2reg setup slack: 0.15 ns
  – Worst Path Required: 2.08 ns
  – R2R Path Start: key_ctrl.cstate[1]
  – Reg2reg end: latch.data_out[2]
  – Setup crit end kind: output port
  – Crit start category: flip-flop
  – CP Class: reg2out
  – Worst setup path start: key_ctrl.cstate[1]
  – CP Max Fanout: 2
  – R2R cell count: 3

STA
  – Worst hold slack: around 0.52 ns
  – # setup viols final: 1
  – Worst setup margin: -0.1138 ns
  – Tightest Pin Transition: 0.4295 ns
  – RSZ-0062 raised after global routing: yes
  – Slew Limit Fails: 0
  – Hold Fails Final Rpt: 0
  – Setup Skew: 0.06285 ns
  – Relative slew margins: 0.7137

CTS
  – CTS root buffer: clkbuf_8
  – CTS buffer count: 3
  – H-tree depth: 1
  – Clock Pin Slew Worst Setup and Hold Paths: around 0.05 ns
  – CTS tree: done
  – Worst-skew pair later-pin latency: just under 0.3 ns
  – # clock sinks: 10
  – Clk buf depth: 2

Route
  – Total number of vias: approximately 630
  – DRT Pass-1 Iters: 4
  – DRC: 0
  – Routed wire length: between 1500 and 2000 um
  – WL/cell: 10.40 um
  – Antenna-violating nets left: 0
  – # diodes: 0
  – Vias per cell: about 4.2
  – 1st-iter DRT viols: 88

Pwr
  – Comb pwr share: 0.409
  – Sw Share: 0.3290
  – Power per Cell Area: around 780 mW/mm^2
  – Leak: 0.0004692 uW
  – Internal power: 565.5 uW
  – Clock network power share: 0.203
  – VDD IR max: between 0.3 and 0.4 mV
  – Switching Power: 277.3 uW
  – Part of the power in registers: 0.387

Place
  – Final HPWL DP: 1186 um
  – Pre-CTS setup slack: -0.4321 ns
  – GP Congestion: 0.7296
  – Port Buffers: 16
  – Placed cell areas: 989.7 sq um

Floorplan
  – Init Core Util: 0.1855
  – # rows: 23
  – Chip area: between 0.007 and 0.008 sq mm
  – Die x size: 86 um
  – Core area: 0.004115 sq mm
  – Ports: 17
  – Die height: 86 um

Synthesis
  – Syn Inst Count: 79
  – Unique masters post-synth: 35
  – #FFs+latches synth: 10
  – Synth warnings: 4
  – Register area share after synthesis: 0.3934
  – Syn_area_per_cell: 9.661 sq um
  – Dominant register cell: edfxtp_1
  – Yosys Chip Area: about 760 sq um
  – EDFF count, synth: 10
  – Mapped Area: 763.2 sq um
  – Yosys stat cell total: between 70 and 80
  – Ys async rst share: 0

Global routing
  – Vias in the first global route: 587
  – Overflow after GRT: 0
  – First-pass GRT wire length: between 2000 and 3000 um
  – Total Routing Usage GR: 0.03922
  – Initial antenna violation count: 0
  – Largest net degree at the start of global routing: 15

Hold path
  – HP Start: scan.count[0]
  – Worst Hold Class: reg2reg

Cells and area
  – Post-route cell area: 0.001077 sq mm
  – Share of cells above drive strength 1: 0.2200
  – P&R area growth vs syn: 41.15%

Run
  – Maxcap violations: 0
  – Log Warnings: 36
## kinds of logic after synthesis
group,synth area share
simple gates,0.1984
buf+inv,0.1049
xor+xnor,0.01148
mux,0.01475
compound gates,0.1459
flops,0.3934
fa+ha+maj,0.1312
## Yosys cell counts, types with 2 or more instances
| library cell | instances | share of area |
|---|---|---|
| edfxtp_1 | 10 | 0.39 |
| nor2b_1 | 3 | 0.025 |
| and3_1 | 2 | 0.016 |
| nor3b_1 | 2 | 0.020 |
| ha_1 | 8 | 0.13 |
| nand2_1 | 2 | 0.0098 |
| nor2_1 | 8 | 0.039 |
| inv_1 | 9 | 0.044 |
| clkbuf_1 | 2 | 0.0098 |
| o21ai_0 | 4 | 0.026 |
| nand4_1 | 2 | 0.016 |
| buf_2 | 2 | 0.013 |
| a21oi_1 | 3 | 0.020 |
## flip-flops by register name (all words and copies together) (netlist names)
| name | count |
|---|---|
| latch.data_out | 6 |
| key_ctrl.cstate | 2 |
| scan.count | 2 |
## cell type report
class | count | area [sq um]
Clock buffer | 4 | 45.04
Clock inverter | 2 | 7.507
Fill cell | 424 | 3038
Inverter | 10 | 40.04
Multi-Input combinational cell | 52 | 421.7
Sequential cell | 10 | 300.3
Tap cell | 50 | 62.56
Timing Repair Buffer | 22 | 200.2
## per-layer routing
metal | vias to the layer above | GRT usage | wire length [um] | part of all wire
met5 | - | 0 | 0 | 0
met4 | 0 | 0.005988 | 0 | 0
met3 | 0 | 0.01621 | 121 | 0.078
met2 | 20 | 0.05882 | 670 | 0.43
met1 | 285 | 0.05263 | 768 | 0.49
li1 | 321 | - | - | -
## power by group through the flow
stage / registers [uW] / logic [uW] / clock network (uW)
final: 327 / 345 / 171
after global routing: 338 / 389 / 186
after CTS: 314 / 330 / 176
## layout by cell type (no fill, tap or decap), types with 2 or more instances in the layout
| cell | Yosys | final |
|---|---|---|
| edfxtp_1 | 10 | 10 |
| clkdlybuf4s50_1 | 0 | 9 |
| inv_1 | 9 | 8 |
| nor2_1 | 8 | 6 |
| buf_4 | 1 | 6 |
| ha_1 | 8 | 5 |
| o21ai_0 | 4 | 4 |
| dlygate4sd2_1 | 0 | 4 |
| nor2b_1 | 3 | 3 |
| a21oi_1 | 3 | 3 |
| clkbuf_8 | 0 | 3 |
| nand2_1 | 2 | 2 |
| nand4_1 | 2 | 2 |
| inv_2 | 0 | 2 |
| nor2_2 | 0 | 2 |
| and3_1 | 2 | 2 |
| ha_4 | 0 | 2 |
| dlymetal6s2s_1 | 0 | 2 |
## per-stage QoR
stage	power, uW	cells	TNS (ns)	utilization
final	842.9	150	-0.1138	0.2618
after global routing	912.6	150	-0.1738	0.2618
after CTS	820.0	150	-0.1208	0.2524
after detailed placement	647.7	144	-1.039	0.2405
after global placement	643.0	144	-0.9725	0.2405
after floorplan	501.9	79	-0.02345	-
## repair_timing
action	CTS	global route
setup endpoints to repair	4	9
hold endpoints to repair	0	0
resized	8	10
pin swaps	4	4
hold buffers	0	0
buffers inserted	1	1
## worst min path at each step
stage	cells past startpoint	slack, ns	to
6_report	0	0.52	latch.data_out[4]
5_1_grt	0	0.54	latch.data_out[4]
4_1_cts	0	0.52	latch.data_out[4]
## critical path, stage by stage, from the launching register on
cell and delay, ns:
edfxtp_1 0.39, inv_2 0.08, nor2_2 0.04, buf_2 0.10
Power and IR drop assume default switching activity.
